===== flow/design.v =====
module multiplier(
  input         clock,
                reset,
  input  [7:0]  io_inputA_0,
                io_inputB_0,
  output [15:0] io_output_0
);
  reg [15:0] io_output_0_REG;
  always @(posedge clock) begin
    if (reset)
      io_output_0_REG <= 16'h0;
    else
      io_output_0_REG <=
        {{8{io_inputA_0[7]}}, io_inputA_0} * {{8{io_inputB_0[7]}}, io_inputB_0};
  end  
  assign io_output_0 = io_output_0_REG;
endmodule
module processing_element_1023(
  input         clock,
                reset,
  input  [7:0]  io_inputA_0,
                io_inputB_0,
  input  [20:0] io_inputC,
  input         io_propagateB,
  output [20:0] io_outputC
);
  wire [15:0] _multiplyResult_multiplier_io_output_0;
  reg  [7:0]  registerB_0;
  reg  [21:0] io_outputC_REG;
  always @(posedge clock) begin
    if (reset) begin
      registerB_0 <= 8'h0;
      io_outputC_REG <= 22'h0;
    end
    else begin
      if (io_propagateB)
        registerB_0 <= io_inputB_0;
      io_outputC_REG <=
        {{6{_multiplyResult_multiplier_io_output_0[15]}},
         _multiplyResult_multiplier_io_output_0} + {io_inputC[20], io_inputC};
    end
  end  
  multiplier multiplyResult_multiplier (
    .clock       (clock),
    .reset       (reset),
    .io_inputA_0 (io_inputA_0),
    .io_inputB_0 (registerB_0),
    .io_output_0 (_multiplyResult_multiplier_io_output_0)
  );
  assign io_outputC = io_outputC_REG[20:0];
endmodule

===== flow/run.sh =====
#!/bin/bash
# OpenROAD 26Q1-2900-gdf79404cd8, Yosys 0.63+post, stock flow scripts
make -C /OpenROAD-flow-scripts/flow DESIGN_CONFIG=/design/flow/config.mk WORK_HOME=/design/flow/orfs finish

===== flow/config.mk =====
export PLATFORM = sky130hd
export DESIGN_NAME = processing_element_1023
export DESIGN_NICKNAME = processing_element_1023
export VERILOG_FILES = /design/flow/design.v
export SDC_FILE = /design/flow/constraint.sdc
export NUM_CORES = 4
export LEC_CHECK = 1
export CORE_UTILIZATION = 50

===== flow/constraint.sdc =====
current_design processing_element_1023

set clk_period 5.7
set clk_io_pct 0.2

create_clock -name clk0 -period $clk_period [get_ports {clock}]

set non_clock_inputs [all_inputs -no_clocks]
set_input_delay [expr $clk_period * $clk_io_pct] -clock clk0 $non_clock_inputs
set_output_delay [expr $clk_period * $clk_io_pct] -clock clk0 [all_outputs]

==> results.toml <==
# physical design summary
[floorplanning]
rows = 34
die_area_um2 = 9620
initial_utilization_pct = 52.1
ios = 61
core_um2 = 8850
fp.dieH_um = 98.1
dieWidth_um = 98.1

[setup_path]
end_kind = "register"
cp_slowest_cell = "fa_1"
crit_type = "in2reg"
path_max_fanout = 8
critPathTopFamily = "adder cells"
critPathArrivalTime_ps = 5460
crit_chain = "clkdlybuf4s50_1, and2_1, fa_1, inv_1, fa_1, inv_1, fa_1, inv_1, fa_1, inv_1, ha_1, o21ai_0, a21boi_0, o21ai_0, o21ba_2, xor2_1, nor2_1"
reg2reg_from = "registerB_0[2]"
required_ps = 5870
path_buffers = 5
crit_path_end = "multiplyResult_multiplier.io_output_0_REG[12]"
start_kind = "input port"
r2r_cells = 16
cp_slowest_stage_delay_ps = 540
r2r-end = "multiplyResult_multiplier.io_output_0_REG[14]"
ff2ff_setup_slack_ps = 1250
crit_path_start = "io_inputA_0[3]"
cp.depth = 17

[global_route]
grt_pass1_vias = 3248
grt_use_total_pct = 20.2
grt_max_degree = 49
grt_pass1_wl_um = 15000
antenna_found_initial = 0
grt_overflow = 0

[final_timing]
rsz0062_at_grt = "no"
hold_viol_final = 0
slew_headroom_pct = 65.5
final.setup.tns_ps = 0
setup_viol = 0
period_needed_ps = 5280
slew_viol_final = 0
fmax_ghz = 0.189
tightestPinTransition_ps = 516
hold_ws_ps = 562
skew_ps = 17.8
finalClockPeriodUsage_pct = 92.7

[cts]
cts-root-buf = "clkbuf_8"
clock_latency_ps = 300
htreeDepth = 2
cts_buffers = 5
cts_tree = "done"
cts_sinks = 45
postCtsResizedCells = 0
ctsHoldBuffers = 0
clockBufferDepth = 2
postCtsSetupBuffers = 0
path_clk_slew_ps = 80

[pwr]
pwr_density_cell_nw_per_um2 = 265
vdd_ir_drop_max_mv = 0.117
p_leak_nw = 2.56

[drt]
finalWirelength_um = 8600
drtIter0Drc = 97
wl_per_cell_um = 12.5
vias_per_cell = 4.93
drc = 0
route.vias.total = 3394
firstDrtPassIters = 23
num_antenna_cells = 0
antenna_left = 0

[synthesis]
synthTopCellsByArea = "fa_1 24%, dfxtp_1 20%, ha_1 13%"
synth_area_leader_cell = "fa_1"
synth-edff-count = 0
ys_area_um2 = 4610
netlist_area_um2 = 4610
seq_area_frac_synth_pct = 19.5
yosysWarningCount = 2
top_cell_area_share_pct = 24.3
yosys_most_used_dff = "dfxtp_1"
common_cells = "86 x inv_1, 56 x fa_1, 49 x ha_1, 49 x nor2_1, 45 x dfxtp_1"
synth_flops = 45
syn_area_per_cell_um2 = 8.98
synthCells = 514
yosysCellCount = 514
synth.most_common_cell = "inv_1"
synth_cell_types = 44
synthArstFlopShare_pct = 0

[flow_run]
maxCapViolations = 0
warning_count = 26

[placed_design]
routabilityCongestion = 0.947
dp_hpwl_um = 7170
port_buffers = 60

[cells_and_area]
fillCellCount = 778
logic_area_um2 = 3370
drive_gt1_share_pct = 3.62
area_delta_synth_final_pct = 18.6
seqCellArea_um2 = 901
fin_util_pct = 61.8

[outcome]
status = "completed"

[min_path]
min_path_type = "reg2reg"
hp-start = "multiplyResult_multiplier.io_output_0_REG[0]"
==> cell usage in the layout (no fill, tap or decap), types with 2 or more instances in the layout <==
cell	n
a31oi_1	2
nor2_1	49
nand2b_1	6
o21ai_0	17
a21o_1	11
nor2b_1	12
clkdlybuf4s50_1	59
nand3_1	2
and3_1	4
ha_1	49
a21oi_1	15
buf_4	4
xor2_1	10
a311o_1	2
clkbuf_8	6
or3_1	2
xnor2_1	17
mux2i_1	8
a211oi_1	4
o31a_1	2
o21a_1	8
and2_1	37
nor3_1	11
nand4_1	2
dfxtp_1	45
fa_1	56
or4_1	2
nand2_1	33
inv_1	86
==> cell families (layout without fill, tap and decap cells) <==
logic type               after synthesis  in the layout  synth area share [%]
AND/OR/NAND/NOR                      162            162                  17.3
flip-flops                            45             45                  19.5
XOR/XNOR                              27             27                  5.12
AND-OR/OR-AND                         74             74                  11.0
multiplexers                           9              9                  1.98
adder cells (fa/ha/maj)              105            105                  37.6
buffers and inverters                 92            158                  7.48
==> final cells by class <==
cell class | instances | share of cell area [%]
inverters | 86 | 5.90
flip-flops and latches | 45 | 16.5
clock inverters | 2 | 0.686
repair buffers | 64 | 11.4
multi-input cells | 377 | 61.5
clock buffers | 6 | 1.51
well taps | 108 | 2.47
==> report_power, final <==
part           total, mW  switching [mW]  internal [mW]
clock network      0.254           0.112          0.143
logic              0.771           0.372          0.399
registers          0.426          0.0318          0.394
total               1.45           0.515          0.935
==> registers in the layout, indices dropped and copies added (netlist names) <==
name,count
io_outputC_REG,21
multiplyResult_multiplier.io_output_0_REG,16
registerB_0,8
==> worst min-delay path, stage by stage (launching register included) <==
cell and delay (ps):
dfxtp_1 310, ha_1 110, nor2b_1 110
==> worst min-delay path by stage <==
stage | depth (start not counted) | slack, ps | end
after CTS | 2 | 570 | io_outputC_REG[0]
after global routing | 2 | 580 | io_outputC_REG[0]
final | 2 | 560 | io_outputC_REG[0]
==> layer usage <==
| metal | vias to the layer above | track usage, % | part of all wire, % |
|---|---|---|---|
| li1 | 1783 | - | - |
| met1 | 1520 | 33.5 | 52 |
| met2 | 84 | 31.0 | 43 |
| met3 | 7 | 2.33 | 3.7 |
| met4 | 0 | 2.45 | 1.3 |
| met5 | - | 0 | 0 |
==> through the flow <==
step | worst slack [ps] | std cells | power [mW] | area [um^2]
final | 417 | 688 | 1.45 | 5470
after floorplan | 647 | 514 | 0.975 | 4610
after global placement | 167 | 680 | 1.20 | 5350
after global routing | 93.9 | 688 | 1.59 | 5470
after CTS | 401 | 688 | 1.47 | 5470
after detailed placement | 104 | 680 | 1.21 | 5350
Power is estimated from default activity; no workload was simulated.
