==> ./design.v <==
module multiplier(
  input         clock,
                reset,
  input  [7:0]  io_inputA_0,
                io_inputB_0,
  output [15:0] io_output_0
);
  reg [15:0] io_output_0_REG;
  always @(posedge clock) begin
    if (reset)
      io_output_0_REG <= 16'h0;
    else
      io_output_0_REG <=
        {{8{io_inputA_0[7]}}, io_inputA_0} * {{8{io_inputB_0[7]}}, io_inputB_0};
  end  
  assign io_output_0 = io_output_0_REG;
endmodule
module processing_element_992(
  input         clock,
                reset,
  input  [7:0]  io_inputA_0,
                io_inputB_0,
  input  [20:0] io_inputC,
  input         io_propagateB,
  output [7:0]  io_outputA_0,
  output [20:0] io_outputC
);
  wire [15:0] _multiplyResult_multiplier_io_output_0;
  reg  [7:0]  registerA_0;
  reg  [7:0]  registerB_0;
  reg  [21:0] io_outputC_REG;
  always @(posedge clock) begin
    if (reset) begin
      registerA_0 <= 8'h0;
      registerB_0 <= 8'h0;
      io_outputC_REG <= 22'h0;
    end
    else begin
      registerA_0 <= io_inputA_0;
      if (io_propagateB)
        registerB_0 <= io_inputB_0;
      io_outputC_REG <=
        {{6{_multiplyResult_multiplier_io_output_0[15]}},
         _multiplyResult_multiplier_io_output_0} + {io_inputC[20], io_inputC};
    end
  end  
  multiplier multiplyResult_multiplier (
    .clock       (clock),
    .reset       (reset),
    .io_inputA_0 (io_inputA_0),
    .io_inputB_0 (registerB_0),
    .io_output_0 (_multiplyResult_multiplier_io_output_0)
  );
  assign io_outputA_0 = registerA_0;
  assign io_outputC = io_outputC_REG[20:0];
endmodule
==> ./run.sh <==
#!/bin/bash
# OpenROAD 26Q1-2900-gdf79404cd8, Yosys 0.63+post, stock flow scripts
make -C /OpenROAD-flow-scripts/flow DESIGN_CONFIG=/design/flow/config.mk WORK_HOME=/design/flow/orfs finish
==> ./config.mk <==
export PLATFORM = sky130hd
export DESIGN_NAME = processing_element_992
export DESIGN_NICKNAME = processing_element_992
export VERILOG_FILES = /design/flow/design.v
export SDC_FILE = /design/flow/constraint.sdc
export NUM_CORES = 4
export LEC_CHECK = 1
export CORE_UTILIZATION = 50
==> ./constraint.sdc <==
current_design processing_element_992

set clk_period 7.3
set clk_io_pct 0.2

create_clock -name clk0 -period $clk_period [get_ports {clock}]

set non_clock_inputs [all_inputs -no_clocks]
set_input_delay [expr $clk_period * $clk_io_pct] -clock clk0 $non_clock_inputs
set_output_delay [expr $clk_period * $clk_io_pct] -clock clk0 [all_outputs]
==> impl_metrics.json <==
{
  "clock_latency_ns": 0.31,
  "numCtsBuffers": 5,
  "crit_path_start_kind": "input pin",
  "grt_overflow": 0,
  "gp_congestion": 0.892,
  "ys.flops": 53,
  "topCombFamilyByArea": "adder cells",
  "end_kind": "register",
  "coreArea_mm2": 0.00933,
  "hold_class": "reg2reg",
  "synthFlopType": "dfxtp_1",
  "path_cells": "clkdlybuf4s50_1 -> and2_1 -> fa_1 -> inv_1 -> fa_1 -> inv_1 -> fa_1 -> inv_1 -> fa_1 -> inv_1 -> ha_1 -> or3_1 -> o21ai_0 -> a21oi_1 -> a31oi_1 -> mux2_1",
  "fp_util": 0.521,
  "finalCritPeriodShare": 0.801,
  "rsz0062_at_grt": "false",
  "max_stage_delay_ns": 0.63,
  "comb_power_share": 0.511,
  "whs_ns": 0.570,
  "die_h_um": 101,
  "hold_violations": 0,
  "mux_share": 0.0234,
  "ctsHoldBuffers": 0,
  "row_count": 35,
  "edf_count": 0,
  "relSlewSlack": 0.603,
  "wl_um": 8610,
  "hold_start": "multiplyResult_multiplier.io_output_0_REG[0]",
  "warnings": 26,
  "switchingPower_w": 0.000408,
  "path_max_fanout": 9,
  "clk_pin_slew_ns": 0.10,
  "area_delta_synth_final_pct": 18.5,
  "aoi_share": 0.111,
  "worst_pin_slew_ns": 0.595,
  "leakage_nw": 2.70,
  "simple_gate_share": 0.174,
  "cp_num_buf_inv": 5,
  "setup_violations": 0,
  "crit_path_start": "io_inputA_0[7]",
  "fmax_ghz": 0.171,
  "antenna_cells": 0,
  "drive_gt1_frac": 0.0284,
  "switching_share": 0.362,
  "portBuffers": 68,
  "power.internal_w": 0.000720,
  "vias_per_cell": 4.78,
  "yosysChipArea_mm2": 0.00486,
  "p_per_area_mw_per_mm2": 196,
  "synth_cell_types": 49,
  "synth_stat.cells": 530,
  "async_flop_share": 0,
  "status": "complete, no violations",
  "cts_repair_resize_count": 0,
  "dp_hpwl_um": 7040,
  "crit_type": "in2reg",
  "post_dp_cell_area_mm2": 0.00566,
  "syn_inst": 530,
  "required_ns": 7.50,
  "power_frac_clock": 0.156,
  "antenna_found_initial": 0,
  "cts_sinks": 53,
  "tns_ns": 0,
  "skew_ns": 0.0117,
  "finalInstanceArea_mm2": 0.00576,
  "cts_tree": "done",
  "r2r-start": "registerB_0[3]",
  "grt_pass1_vias": 3399,
  "cpMaxStageDelayCell": "fa_1",
  "drcViolationCount": 0,
  "arrival_ns": 6.05,
  "ir_worst_vdd_mv": 0.0992,
  "htreeDepth": 2,
  "ios": 69,
  "ant_nets": 0,
  "grtUsageTotal": 0.199,
  "ys_sh_xor": 0.0396,
  "synth_seq_share": 0.218,
  "fa_ha_area_frac": 0.357,
  "wl_per_cell_um": 11.8,
  "drtIter0Drc": 65,
  "path_delay_family": "adder cells",
  "ys_warn_count": 2,
  "drv_slew": 0,
  "cts.path.max_buffers": 2,
  "dr.pass1.iters": 4,
  "chipArea_mm2": 0.0101,
  "die_w_um": 101,
  "via_count": 3473,
  "grt_pass1_wl_um": 15400,
  "seqPwrFrac": 0.334,
  "period_minus_slack_ns": 5.85,
  "cts_root_buf": "clkbuf_8",
  "synth_area_mm2": 0.00486,
  "post_cts_buffers": 0,
  "grt_max_degree": 59,
  "maxCapViolations": 0,
  "postSynthAreaPerCell_um2": 9.17
}
==> synth_stat cells, types with 3 or more instances <==
library cell / instances / area [µm²]
nand2b_1: 6 / 37.5
o21a_1: 4 / 30.0
mux2_1: 3 / 33.8
a31oi_1: 4 / 25.0
clkbuf_1: 7 / 26.3
nand2_1: 29 / 109
nor2b_1: 20 / 125
nor2_1: 38 / 143
or3_1: 3 / 18.8
inv_1: 88 / 330
mux2i_1: 8 / 80.1
o21ai_1: 3 / 15.0
xor2_1: 6 / 52.6
a211oi_1: 3 / 22.5
and2_1: 37 / 231
nand3_1: 3 / 15.0
o21ai_0: 16 / 80.1
ha_1: 49 / 613
nor3_1: 17 / 85.1
fa_1: 56 / 1120
and3_1: 3 / 18.8
dfxtp_1: 53 / 1060
a21o_1: 16 / 120
a21oi_1: 14 / 70.1
xnor2_1: 16 / 140
==> sequential cells by signal (all words and copies together) (netlist names) <==
| signal | flops |
|---|---|
| registerA_0 | 8 |
| multiplyResult_multiplier.io_output_0_REG | 16 |
| registerB_0 | 8 |
| io_outputC_REG | 21 |
==> tightest hold or removal path: stages (launching register included) <==
cell and delay, ns:
dfxtp_1 0.33, ha_1 0.11, nor2b_1 0.10
==> final timing paths <==
check	endpoint	cells after the start	slack, ns
worst max register to register	multiplyResult_multiplier.io_output_0_REG[14]	15	2.72
worst min register to register	io_outputC_REG[0]	2	0.57
worst min-delay path	io_outputC_REG[0]	2	0.57
worst max-delay path	multiplyResult_multiplier.io_output_0_REG[14]	16	1.45
==> power by group through the flow <==
| stage | sequential [W] | clock [W] | combinational (W) |
|---|---|---|---|
| CTS | 0.000377 | 0.000186 | 0.000581 |
| global route | 0.000383 | 0.000197 | 0.000662 |
| finish | 0.000376 | 0.000176 | 0.000576 |
==> cells by family (layout without fill, tap and decap cells) <==
logic type,count (synthesis),after routing
xor+xnor,22,22
buf+inv,97,165
simple gates,164,164
fa+ha+maj,105,105
mux,11,11
compound gates,78,78
flops,53,53
==> final cells by class <==
cell class | instances | area (µm²)
fill | 814 | 3570
multi-input combinational | 380 | 3430
sequential | 53 | 1060
timing repair buffer | 69 | 683
inverter | 88 | 330
tap | 129 | 161
clock buffer | 5 | 68.8
clock inverter | 3 | 25.0
==> layout by cell type, fill, tap and decap left out, types with 6 or more instances in the layout <==
cell type,count
dfxtp_1,53
o21ai_0,16
nor2_1,38
a21oi_1,14
fa_1,56
nand2_1,29
nor2b_1,20
nand2b_1,6
mux2i_1,8
nor3_1,17
xor2_1,6
a21o_1,16
ha_1,49
xnor2_1,16
inv_1,88
clkdlybuf4s50_1,67
and2_1,37
==> per-layer routing <==
| metal | routed length [µm] | global-route usage |
|---|---|---|
| met1 | 4450 | 0.319 |
| met2 | 3770 | 0.315 |
| met3 | 337 | 0.0275 |
| met4 | 53 | 0.0123 |
| met5 | 0 | 0 |
==> per-stage QoR <==
stage	util	setup slack [ns]	std cells	total power (W)
4_1_cts	0.617	1.44	727	0.00114
5_1_grt	0.617	1.16	727	0.00124
3_3_place_gp	0.607	1.18	719	0.000957
2_1_floorplan	-	1.87	530	0.000791
6_report	0.617	1.45	727	0.00113
3_5_place_dp	0.607	1.11	719	0.000961
Power and IR drop assume default switching activity.
