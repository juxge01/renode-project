**flow/config.mk**
```make
export PLATFORM = sky130hd
export DESIGN_NAME = processing_element_32
export DESIGN_NICKNAME = processing_element_32
export VERILOG_FILES = /design/flow/design.v
export SDC_FILE = /design/flow/constraint.sdc
export NUM_CORES = 4
export LEC_CHECK = 1
export CORE_UTILIZATION = 30
```
**flow/constraint.sdc**
```tcl
current_design processing_element_32

set clk_period 11.5
set clk_io_pct 0.2

create_clock -name clk0 -period $clk_period [get_ports {clock}]

set non_clock_inputs [all_inputs -no_clocks]
set_input_delay [expr $clk_period * $clk_io_pct] -clock clk0 $non_clock_inputs
set_output_delay [expr $clk_period * $clk_io_pct] -clock clk0 [all_outputs]
```
**flow/design.v**
```verilog
module multiplier(
  input         clock,
                reset,
  input  [7:0]  io_inputA_0,
                io_inputB_0,
  output [15:0] io_output_0
);
  reg [15:0] io_output_0_REG;
  always @(posedge clock) begin
    if (reset)
      io_output_0_REG <= 16'h0;
    else
      io_output_0_REG <=
        {{8{io_inputA_0[7]}}, io_inputA_0} * {{8{io_inputB_0[7]}}, io_inputB_0};
  end  
  assign io_output_0 = io_output_0_REG;
endmodule
module processing_element_32(
  input         clock,
                reset,
  input  [7:0]  io_inputA_0,
                io_inputB_0,
  input  [16:0] io_inputC,
  input         io_propagateB,
  output [7:0]  io_outputA_0,
                io_outputB_0,
  output [16:0] io_outputC
);
  wire [15:0] _multiplyResult_multiplier_io_output_0;
  reg  [7:0]  registerA_0;
  reg  [7:0]  registerB_0;
  reg  [17:0] io_outputC_REG;
  always @(posedge clock) begin
    if (reset) begin
      registerA_0 <= 8'h0;
      registerB_0 <= 8'h0;
      io_outputC_REG <= 18'h0;
    end
    else begin
      registerA_0 <= io_inputA_0;
      if (io_propagateB)
        registerB_0 <= io_inputB_0;
      io_outputC_REG <=
        {{2{_multiplyResult_multiplier_io_output_0[15]}},
         _multiplyResult_multiplier_io_output_0} + {io_inputC[16], io_inputC};
    end
  end  
  multiplier multiplyResult_multiplier (
    .clock       (clock),
    .reset       (reset),
    .io_inputA_0 (io_inputA_0),
    .io_inputB_0 (registerB_0),
    .io_output_0 (_multiplyResult_multiplier_io_output_0)
  );
  assign io_outputA_0 = registerA_0;
  assign io_outputB_0 = registerB_0;
  assign io_outputC = io_outputC_REG[16:0];
endmodule
```
**flow/run.sh**
```bash
#!/bin/bash
# OpenROAD 26Q1-2900-gdf79404cd8, Yosys 0.63+post, stock flow scripts
make -C /OpenROAD-flow-scripts/flow DESIGN_CONFIG=/design/flow/config.mk WORK_HOME=/design/flow/orfs finish
```
==> flow_summary.toml <==
# synthesis and place-and-route metrics
[synth]
syn_inst = 492
edf_count = 0
ys_sh_mux_pct = 2.31
synth_area_um2 = 4550
ys_area_um2 = 4550
ys_top_logic_family = "adder cells"
synthArstFlopShare_pct = 0
compound_area_share_pct = 10.0
avgSynthCellArea_um2 = 9.25
synth.cellmix.xorXnorShare_pct = 4.42
ys_seq_share_pct = 21.5
simple_gate_share_pct = 17.1
synth.distinct_cells = 48
ys.flop_type = "dfxtp_1"
fa_ha_area_share_pct = 37.0
yosys_cells = 492
ys.flops = 49
synth_warnings = 2

[place]
pre_cts_ws_ns = 4.71
io_buffers = 68
dpl.hpwl_um = 7330
place_congestion = 0.893

[final_timing]
relSlewSlack_pct = 61.0
rsz0062_at_grt = "no"
period_used_pct = 56.3
drv_slew = 0
fin_crit_ns = 6.47
fin_worst_skew_ns = 0.00476
fmax_mhz = 154
tns_ns = 0
worst_slack_ns = 5.03
final_hold_viol_count = 0
finalSetupViolations = 0
tightestPinTransition_ns = 0.570

[run]
maxCapViolations = 0
tool_warnings = 25

[cts]
cts-htree-levels = 2
postCtsSetupRepairBufs = 0
cts.path.max_buffers = 2
hold_buffers = 0
cts_inserted_buffers = 5
root_buffer = "clkbuf_16"
clk_latency_ns = 0.29
clk_pin_slew_worst_paths_ns = 0.06
ctsResizeCount = 0
cts_tree = "done"
cts.sinks = 49

[worst_setup_path]
crit_path_end_kind = "flop"
r2r_cells = 15
critPathLaunchType = "primary input"
cp.required_ns = 11.66
path_cells = "clkdlybuf4s50_1 > and2_1 > fa_1 > inv_1 > fa_1 > inv_1 > fa_1 > inv_1 > fa_1 > inv_1 > ha_1 > nand2_1 > nor3_1 > a21oi_1 > a21oi_1 > xnor2_1 > nor2_1"
timing.rr.start = "registerB_0[7]"
path_class = "in -> reg"
crit_fanout = 9
slowest_delay_ns = 0.55
cp.arrival_ns = 6.64
ff2ff_setup_slack_ns = 7.10
reg2reg_to = "multiplyResult_multiplier.io_output_0_REG[12]"
cp_slowest_cell = "fa_1"

[die]
die_h_um = 125
core_um2 = 14600
std_cell_rows = 44
fp-utilization_pct = 31.1
ios = 69
dieArea_um2 = 15700
die_x_um = 125

[route]
drt-vias-per-instance = 4.55
routed_wirelength_um = 8910
vias = 3398
wire_per_inst_um = 11.9
num_antenna_cells = 0
drt_iter0_markers = 119
first_pass_iters = 17
drtAntennaViolNets = 0
drc = 0

[global_routing]
grt_pass1_wl_um = 16400
use_met2_pct = 22.5
grt_antenna_before_repair = 0
use_met3_pct = 2.83
gr-max-usage-layer = "met2"
grt_pass1_vias = 3577
grtUsageMet1_pct = 17.6
grt_usage_pct = 13.0
grt_max_degree = 49
overflow = 0

[worst_hold_path]
min_from = "multiplyResult_multiplier.io_output_0_REG[0]"
worstHoldPathCells = 2
holdPathEnd = "io_outputC_REG[0]"
hold_path_class = "reg -> reg"

[final_layout]
fillers = 1422
lay_top_count = "inv_1"
area_growth_pct = 22.8
final_cell_mix = "86 x inv_1, 68 x clkdlybuf4s50_1, 56 x fa_1, 49 x dfxtp_1, 45 x ha_1"
drive_gt1_share_pct = 3.20

[power_and_ir_drop]
switching_share_pct = 34.2
switchingPower_uw = 239
clockPowerShare_pct = 20.4
combPwrFrac_pct = 48.2
internal_power_uw = 458
power.density_nw_per_um2 = 125
peakVddDrop_mv = 0.0713
p_seq_share_pct = 31.5
p_leak_uw = 0.00251

[status]
status = "finished, final reports clean"
layer usage:
| metal | share of wire (%) | wire length (um) |
|---|---|---|
| met3 | 3.9 | 348 |
| met2 | 48 | 4300 |
| met4 | 1.2 | 110 |
| met5 | 0 | 0 |
| met1 | 47 | 4150 |
power by group through the flow:
stage / Combinational [uW] / Sequential [uW] / Clock, uW
finish: 336 / 219 / 142
global route: 387 / 223 / 156
CTS: 340 / 220 / 148
synthesized netlist by cell type (2+ instances only):
library cell  instances  share of area [%]
xor2_1                6                1.2
o21a_1               11                1.8
nor4_1                2               0.27
inv_1                86                7.1
a21oi_2               2               0.38
o21ai_0              12                1.3
nor2b_1              18                2.5
dfxtp_1              49                 22
ha_1                 45                 12
nand2b_1              4               0.55
fa_1                 56                 25
xnor2_1              17                3.3
mux2i_1               9                2.0
nand2_1              29                2.4
nor3_1                8               0.88
clkbuf_1              6               0.49
nor2_1               39                3.2
a21o_1                2               0.33
a211oi_1              3               0.49
and2_1               42                5.8
o21bai_1              3               0.49
nand3_1               2               0.22
a21oi_1              16                1.8
cell families after synthesis:
logic type,count (synthesis)
adder cells (fa/ha/maj),101
XOR/XNOR,23
flip-flops,49
AND/OR/NAND/NOR,152
AND-OR/OR-AND,64
buffers and inverters,93
multiplexers,10
layout make-up:
| class | instances | area (um^2) | area share (%) |
|---|---|---|---|
| multi-input combinational | 350 | 3220 | 57.7 |
| sequential | 49 | 981 | 17.6 |
| timing repair buffer | 69 | 688 | 12.3 |
| inverter | 87 | 327 | 5.84 |
| tap | 184 | 230 | 4.12 |
| clock buffer | 7 | 133 | 2.37 |
| clock inverter | 1 | 7.51 | 0.134 |
worst max-delay path by stage:
stage,to,slack [ns],startpoint
4_1_cts,multiplyResult_multiplier.io_output_0_REG[15],5.02,io_inputA_0[7]
6_report,multiplyResult_multiplier.io_output_0_REG[15],5.03,io_inputA_0[7]
5_1_grt,multiplyResult_multiplier.io_output_0_REG[15],4.72,io_inputA_0[7]
state kept, by name, summed over array words and instances, names as in the netlist:
signal	flops
registerA_0	8
io_outputC_REG	17
multiplyResult_multiplier.io_output_0_REG	16
registerB_0	8
stage by stage:
stage | util (%) | area [um^2] | power, uW | hold slack [ns] | instances
after floorplan | - | 4550 | 456 | 0.492 | 492
after global placement | 37.2 | 5450 | 560 | 0.542 | 739
after detailed placement | 37.2 | 5450 | 562 | 0.555 | 739
after CTS | 38.2 | 5590 | 708 | 0.565 | 747
after global routing | 38.2 | 5590 | 766 | 0.611 | 747
final | 38.2 | 5590 | 697 | 0.557 | 747
critical path: cells and delay by family:
kind / cells / cell delay [ns]
adders and majority gates: 5 / 2.49
buffers and inverters: 5 / 0.82
and+or+nand+nor: 4 / 0.59
AOI/OAI and AO/OA: 2 / 0.29
xor gates and xnor gates: 1 / 0.13
No activity file was given, so power comes from the tool's default toggle rates.
