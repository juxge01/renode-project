<file path="/design/flow/design.v">
module multiplier(
  input         clock,
                reset,
  input  [7:0]  io_inputA_0,
                io_inputB_0,
  output [15:0] io_output_0
);
  reg [15:0] io_output_0_REG;
  always @(posedge clock) begin
    if (reset)
      io_output_0_REG <= 16'h0;
    else
      io_output_0_REG <=
        {{8{io_inputA_0[7]}}, io_inputA_0} * {{8{io_inputB_0[7]}}, io_inputB_0};
  end  
  assign io_output_0 = io_output_0_REG;
endmodule
module processing_element_543(
  input         clock,
                reset,
  input  [7:0]  io_inputA_0,
                io_inputB_0,
  input  [20:0] io_inputC,
  input         io_propagateB,
  output [7:0]  io_outputB_0,
  output [20:0] io_outputC
);
  wire [15:0] _multiplyResult_multiplier_io_output_0;
  reg  [7:0]  registerB_0;
  reg  [21:0] io_outputC_REG;
  always @(posedge clock) begin
    if (reset) begin
      registerB_0 <= 8'h0;
      io_outputC_REG <= 22'h0;
    end
    else begin
      if (io_propagateB)
        registerB_0 <= io_inputB_0;
      io_outputC_REG <=
        {{6{_multiplyResult_multiplier_io_output_0[15]}},
         _multiplyResult_multiplier_io_output_0} + {io_inputC[20], io_inputC};
    end
  end  
  multiplier multiplyResult_multiplier (
    .clock       (clock),
    .reset       (reset),
    .io_inputA_0 (io_inputA_0),
    .io_inputB_0 (registerB_0),
    .io_output_0 (_multiplyResult_multiplier_io_output_0)
  );
  assign io_outputB_0 = registerB_0;
  assign io_outputC = io_outputC_REG[20:0];
endmodule
</file>
<file path="/design/flow/run.sh">
#!/bin/bash
# OpenROAD 26Q1-2900-gdf79404cd8, Yosys 0.63+post, stock flow scripts
make -C /OpenROAD-flow-scripts/flow DESIGN_CONFIG=/design/flow/config.mk WORK_HOME=/design/flow/orfs finish
</file>
<file path="/design/flow/constraint.sdc">
current_design processing_element_543

set clk_period 9.4
set clk_io_pct 0.2

create_clock -name clk0 -period $clk_period [get_ports {clock}]

set non_clock_inputs [all_inputs -no_clocks]
set_input_delay [expr $clk_period * $clk_io_pct] -clock clk0 $non_clock_inputs
set_output_delay [expr $clk_period * $clk_io_pct] -clock clk0 [all_outputs]
</file>
<file path="/design/flow/config.mk">
export PLATFORM = sky130hd
export DESIGN_NAME = processing_element_543
export DESIGN_NICKNAME = processing_element_543
export VERILOG_FILES = /design/flow/design.v
export SDC_FILE = /design/flow/constraint.sdc
export NUM_CORES = 4
export LEC_CHECK = 1
export CORE_UTILIZATION = 30
</file>
==> flow_results.org <==
* Implementation run

** Power and ir drop
- In this run the static leakage power is 2.584 nW.
- Power comes to 0.9064 mW.
- The worst VDD IR drop from the latest analysis is between 0.08 and 0.09 mV.
- The script computed a power per unit cell area of 160.4 nW/um^2.

** Detailed routing
- For this run, the script counts the antenna cells in the layout as 0.
- The DRC violation total left in the routed layout is recorded as 0.
- For this sky-water flow run, the detailed-routed wirelength per cell is reported as 11.69 microns.
- Once detail routing completed, the nets flagged for antenna violations numbered 0.
- Before antenna repair, the detailed router went through 4 iterations.
- Detailed router's first-iteration violation count :: 104
- Number of vias per cell :: 4.620
- Number of vias in the routed layout :: 3,553
- The wire length recorded after detailed routing is 8986 microns.

** Place
- Post-detail-place hpwl :: ~7400 microns
- Placed cell count :: 761
- Routability Congestion :: 0.8923
- Number of buffers inserted by port buffering :: 68
- Per the post-place timing report, worst setup slack is about 2.8 ns.

** Floorplan
- The initialized floorplan defines 44 standard-cell rows.
- According to the floorplan report, the die height is 126.0 microns.
- DIE AREA :: 15,880 sq um
- Area inside the core boundary :: approximately 15,000 sq um
- For this configuration, the core starts out at a cell density of 0.3128.
- IO Count :: around 69
- Measured along the x axis, the die boundary spans 126.0 microns.

** Yosys
- Dominant synthesized flop cell :: sky130_fd_sc_hd__dfxtp_1
- Yosys cell count :: 514
- Yosys warnings :: 2
- Yosys mapped a number of flops with a built-in enable equal to 0.
- Proportion of register bits with asynchronous set or reset after synthesis :: 0
- Syn avg cell area :: 8.977 sq um
- The cell type that accounts for the most area after synthesis is sky130_fd_sc_hd__fa_1.
- Counting distinct cell types in the post-synthesis netlist gives 44.
- The share of synthesized area in the top cell type comes to 0.2430.
- Per Yosys stat, the portion of area used by sequential elements is 0.1952.
- The synthesized netlist occupies a cell area of about 4600 sq um.
- The synthesis report lists the most area-consuming cells as sky130_fd_sc_hd__fa_1, sky130_fd_sc_hd__dfxtp_1, sky130_fd_sc_hd__ha_1, sky130_fd_sc_hd__inv_1, sky130_fd_sc_hd__and2_1.
- Synthesis inferred 45 register bits.
- Synthesis area per yosys :: 4614 sq um
- Synthesized instance count :: 514

** Global route
- Via count of the first global-routing pass :: 3,620
- For this run, global-route usage on met3 was measured as 0.01818.
- Number of antenna violations at the first check in global routing :: 0
- For met2 alone, demand over resource in global routing was 0.2194.
- Entering global routing, the biggest net connects around 50 pins.
- On met1, the global router reports a usage of 0.1811.
- Global routing put the most usage on met2.
- The global route stage reports its total congestion overflow as 0.
- Total global routing track utilization :: 0.1276
- The first global-routing pass estimated around 16,000 microns of wire.

** STA
- Final Critical Period :: 6.233 ns
- Between clock sinks in the finished design, the worst skew comes to 0.005005 ns.
- Max-Slew Margin vs Limit :: 0.6726
- Final max-slew violation count :: 0
- TNS Setup :: 0 ns
- Post-route setup slack :: 3.167 ns
- Worst-case hold slack :: 0.5518 ns
- The transition time recorded at the tightest slew-check pin is 0.4911 ns.
- The flow reports an fmax of 160.4 MHz.
- Per the final timing report, the hold violations number 0.
- RSZ-0062 raised after global routing :: no
- The end-of-flow timing check tallies setup violations at 0.
- Dividing the final minimum period by the clock period gives 0.6631.

** Clock network
- Max Buffers Root-to-Sink :: 2
- Buffers inserted to repair hold after CTS numbered 0.
- TritonCTS clock tree :: built
- Post-CTS Resized :: 0
- Number of setup buffers added after CTS :: 0
- TritonCTS buffer count :: 5
- The clock reaches the later pin of the worst-skew pair after roughly 0.28 ns.
- Total number of clock tree sinks :: 45
- Root Buffer :: sky130_fd_sc_hd__clkbuf_16
- On the reported timing paths, the clock transition at the registers reads roughly 0.060 ns.
- The H-tree generated during clock tree synthesis spans 2 levels.

** Flow run
- Warnings raised by the tools during the run amount to 25.
- Max-capacitance violation count :: 0

** Setup path
- Required time at the endpoint of the critical path :: 9.56 ns
- Setup slack of the most critical reg-to-reg path :: a little under 5 ns
- For the worst flop-to-flop path, the logic depth is 15.
- Worst path arrival time :: 6.39 ns
- Worst reg2reg path endpoint :: multiplyResult_multiplier.io_output_0_REG[14]$_SDFF_PP0_
- Type of the setup path with the least slack :: in -> reg
- Crit start category :: input port
- The worst setup path is captured at a flip-flop.
- Worst flop-to-flop path startpoint :: registerB_0[3]$_SDFFE_PP0P_
- Highest fanout seen on the critical path :: 8

** Worst hold path
- Counting instances, the worst hold path has a depth of 2.
- Sink of the worst hold path :: io_outputC_REG[0]$_SDFF_PP0_
- STA lists the startpoint of the worst hold path as multiplyResult_multiplier.io_output_0_REG[0]$_SDFF_PP0_.
- Path type of the worst min-delay path :: reg -> reg

** Layout
- Fill cell instance count of the final layout :: 1,471
- Non-filler instance count after layout :: 769
- Multi-input logic area :: 3368 sq um
- Between the synthesized netlist and the finished layout, the area growth was recorded as 22.45%.
- By instance count after routing, the leading logic cell types are sky130_fd_sc_hd__inv_1, sky130_fd_sc_hd__clkdlybuf4s50_1, sky130_fd_sc_hd__fa_1.
- Leading cell type in the layout, fill and taps excluded :: sky130_fd_sc_hd__inv_1
- Area occupied by registers :: 900.9 sq um
- Per the final layout report, the fraction of cells sized above drive strength 1 comes to 0.02564.

** Run status
- Result of the run :: finished, final reports clean
==> worst max path at each step <==
stage	start	endpoint	slack (ns)	cells past startpoint
4_1_cts	io_inputA_0[7]	multiplyResult_multiplier.io_output_0_REG[14]$_SDFF_PP0_	3.14	16
5_1_grt	io_inputA_0[7]	multiplyResult_multiplier.io_output_0_REG[14]$_SDFF_PP0_	2.90	17
6_report	io_inputA_0[7]	multiplyResult_multiplier.io_output_0_REG[14]$_SDFF_PP0_	3.17	16
==> logic make-up after synthesis <==
family,count (synthesis),synth area share
muxes,9,0.01979
buffers and inverters,92,0.07484
adders and majority gates,105,0.3758
AOI/OAI and AO/OA,74,0.1104
and+or+nand+nor,162,0.1727
DFF,45,0.1952
xor gates and xnor gates,27,0.05125
==> state kept, by name (all words and copies together) (netlist names) <==
register                                   flops
io_outputC_REG                                21
multiplyResult_multiplier.io_output_0_REG     16
registerB_0                                    8
==> layout make-up <==
cell class,count,area share
clock buffer,7,0.02347
clock inverter,1,0.001329
inverter,86,0.05713
multi-input combinational,377,0.5961
sequential,45,0.1594
tap,184,0.04074
timing repair buffer,69,0.1218
==> power by group <==
part | total, mW | leakage [nW] | internal, mW | switching [mW]
logic | 0.477 | 2.15 | 0.245 | 0.232
clock network | 0.168 | 0.0641 | 0.0987 | 0.0698
registers | 0.261 | 0.374 | 0.239 | 0.0220
total | 0.906 | 2.58 | 0.583 | 0.324
==> per-layer routing <==
metal | wire length, microns | share of wire
met1 | 4170 | 0.46
met2 | 4320 | 0.48
met3 | 391 | 0.044
met4 | 104 | 0.012
met5 | 0 | 0
==> critical path, cell delays in order <==
cell and delay, ns:
sky130_fd_sc_hd__clkdlybuf4s50_1 0.52, sky130_fd_sc_hd__and2_1 0.26, sky130_fd_sc_hd__fa_1 0.64, sky130_fd_sc_hd__inv_1 0.14, sky130_fd_sc_hd__fa_1 0.54, sky130_fd_sc_hd__inv_1 0.05, sky130_fd_sc_hd__fa_1 0.53, sky130_fd_sc_hd__inv_1 0.05
sky130_fd_sc_hd__fa_1 0.52, sky130_fd_sc_hd__inv_1 0.04, sky130_fd_sc_hd__ha_1 0.34, sky130_fd_sc_hd__or4_1 0.52, sky130_fd_sc_hd__o21ai_0 0.08, sky130_fd_sc_hd__a21oi_1 0.07, sky130_fd_sc_hd__xnor2_1 0.15, sky130_fd_sc_hd__nor2_1 0.05
==> synthesized netlist by cell type (all sizes together) (2+ instances only) <==
cell type	instances
inv	86
or4	2
a211oi	4
nor2b	13
a31oi	2
clkbuf	2
o21a	8
and3	4
or3	2
nand3	2
xor2	10
nand2b	6
ha	49
a311o	2
nand2	33
o31a	2
a21oi	16
mux2i	8
buf	4
o21ai	18
a21o	11
a221oi	2
nand4	2
xnor2	17
nor2	49
nor3	11
and2	37
dfxtp	45
fa	56
==> through the flow <==
step | area (sq um) | util
after global routing | 5650 | 0.3830
after global placement | 5510 | 0.3735
after detailed placement | 5510 | 0.3735
after floorplan | 4614 | -
after CTS | 5650 | 0.3830
final | 5650 | 0.3830
Power is estimated from default activity; no workload was simulated.
