$ cat config.mk
export PLATFORM = sky130hd
export DESIGN_NAME = processing_element_287
export DESIGN_NICKNAME = processing_element_287
export VERILOG_FILES = /design/flow/design.v
export SDC_FILE = /design/flow/constraint.sdc
export NUM_CORES = 4
export LEC_CHECK = 1
export CORE_UTILIZATION = 50
$ cat design.v
module multiplier(
  input         clock,
                reset,
  input  [7:0]  io_inputA_0,
                io_inputB_0,
  output [15:0] io_output_0
);
  reg [15:0] io_output_0_REG;
  always @(posedge clock) begin
    if (reset)
      io_output_0_REG <= 16'h0;
    else
      io_output_0_REG <=
        {{8{io_inputA_0[7]}}, io_inputA_0} * {{8{io_inputB_0[7]}}, io_inputB_0};
  end  
  assign io_output_0 = io_output_0_REG;
endmodule
module processing_element_287(
  input         clock,
                reset,
  input  [7:0]  io_inputA_0,
                io_inputB_0,
  input  [19:0] io_inputC,
  input         io_propagateB,
  output [7:0]  io_outputB_0,
  output [19:0] io_outputC
);
  wire [15:0] _multiplyResult_multiplier_io_output_0;
  reg  [7:0]  registerB_0;
  reg  [20:0] io_outputC_REG;
  always @(posedge clock) begin
    if (reset) begin
      registerB_0 <= 8'h0;
      io_outputC_REG <= 21'h0;
    end
    else begin
      if (io_propagateB)
        registerB_0 <= io_inputB_0;
      io_outputC_REG <=
        {{5{_multiplyResult_multiplier_io_output_0[15]}},
         _multiplyResult_multiplier_io_output_0} + {io_inputC[19], io_inputC};
    end
  end  
  multiplier multiplyResult_multiplier (
    .clock       (clock),
    .reset       (reset),
    .io_inputA_0 (io_inputA_0),
    .io_inputB_0 (registerB_0),
    .io_output_0 (_multiplyResult_multiplier_io_output_0)
  );
  assign io_outputB_0 = registerB_0;
  assign io_outputC = io_outputC_REG[19:0];
endmodule
$ cat run.sh
#!/bin/bash
# OpenROAD 26Q1-2900-gdf79404cd8, Yosys 0.63+post, stock flow scripts
make -C /OpenROAD-flow-scripts/flow DESIGN_CONFIG=/design/flow/config.mk WORK_HOME=/design/flow/orfs finish
$ cat constraint.sdc
current_design processing_element_287

set clk_period 7.9
set clk_io_pct 0.2

create_clock -name clk0 -period $clk_period [get_ports {clock}]

set non_clock_inputs [all_inputs -no_clocks]
set_input_delay [expr $clk_period * $clk_io_pct] -clock clk0 $non_clock_inputs
set_output_delay [expr $clk_period * $clk_io_pct] -clock clk0 [all_outputs]
==> reports/qor.yml <==
placed_design:
  place_congestion: 0.846
  port_buffers: 66
  dp_hpwl_mm: 7.04
  pre_cts_slack_ns: 1.77
final_timing:
  rsz0062_at_grt: "no"
  slew_headroom: 0.658
  finalClockPeriodUsage: 0.732
  finalCriticalPeriod_ns: 5.78
  final_max_slew_viol_count: 0
  setup_viol: 0
  fin_tns_setup_ns: 0
  worst_clock_skew_ns: 0.00729
  fmax_mhz: 173
  hold_ws_ns: 0.574
  final-hold-violation-count: 0
  layout_setup_ws_ns: 2.12
  worstMarginPinSlew_ns: 0.513
die:
  die_area_sq_um: 9660
  fp.dieH_um: 98.3
  fp-row-count: 34
  pin_count: 67
  die_w_um: 98.3
  initCoreUtil: 0.524
  core_sq_um: 8850
routing:
  firstDrtPassIters: 27
  first_iter_violations: 116
  via_count: 3366
  wl_per_cell_um: 12.1
  viasPerCell: 4.85
  remaining_drc_errors: 0
  routed_wl_mm: 8.40
  drtAntennaViolNets: 0
  diodes: 0
min_path:
  hp-class: "reg2reg"
global_route:
  grt_overflow: 0
  grt_pass1_wl_mm: 15.3
  antenna_found_initial: 0
  grt_pass1_vias: 3386
  grt_use_total: 0.201
  grt_max_degree: 53
critical_path:
  critPathLaunchType: "input pin"
  critPathRequiredTime_ns: 8.07
  cp-end-kind: "register"
  path_class: "in2reg"
  worst-path-max-fanout: 8
  arrival_ns: 5.95
run:
  maxCapViolCount: 0
  warnings: 26
clock_network:
  post_cts_buffers: 0
  cts.sinks: 44
  clk_pin_slew_ns: 0.09
  clock_latency_ns: 0.30
  root_buffer: "clkbuf_8"
  clockBufferDepth: 2
  cts-buffers-inserted: 5
  cts_max_level: 2
  holdBufCountCts: 0
  cts_resized: 0
  cts_tree: "yes"
cells_and_area:
  mostFrequentLayoutCell: "inv_1"
  register_area_sq_um: 881
  synthToLayoutAreaGrowth_pct: 19.2
  lay_top_cells: "inv_1, clkdlybuf4s50_1, fa_1"
  drive_above_1_share: 0.0358
  nFillCells: 786
  comb_area_sq_um: 3410
synth:
  top_area_cell: "fa_1"
  ys_cells: 517
  synthCells: 517
  top_cells_by_area: "fa_1, dfxtp_1, ha_1"
  syn-mean-instance-area_sq_um: 8.97
  synth_warnings: 2
  synth_seq_share: 0.190
  synth_cell_type_count: 48
  synth-seq-cells: 44
  syn-cell-area_sq_um: 4640
  ys_area_sq_um: 4640
  netlist.area_leader.share: 0.242
power_and_ir_drop:
  peakVddDrop_mv: 0.0759
  power_density_nw_per_um2: 182
  p_leak_nw: 2.59
outcome:
  status: "completed"
flip-flops by register name, summed over array words and instances (netlist names):
register	flops
io_outputC_REG	20
multiplyResult_multiplier.io_output_0_REG	16
registerB_0	8
metrics by stage:
stage | instance area (sq um) | power (mW) | util | cells
after detailed placement | 5410 | 0.840 | 0.611 | 686
after floorplan | 4640 | 0.682 | - | 517
after global placement | 5410 | 0.836 | 0.611 | 686
final | 5520 | 1.01 | 0.624 | 694
after global routing | 5520 | 1.11 | 0.624 | 694
after CTS | 5520 | 1.02 | 0.624 | 694
power by group:
part | internal (mW) | switching (mW) | leakage [nW]
combinational | 0.275 | 0.262 | 2.17
clock | 0.0952 | 0.0787 | 0.0548
sequential | 0.276 | 0.0212 | 0.365
cell families (layout without fill, tap and decap cells):
kind of cell | Yosys count | in the layout | synth area share
and+or+nand+nor | 166 | 166 | 0.187
AOI/OAI and AO/OA | 76 | 76 | 0.102
adders and majority gates | 104 | 104 | 0.371
buffers and inverters | 90 | 159 | 0.0734
DFF | 44 | 44 | 0.190
xor gates and xnor gates | 22 | 22 | 0.0416
muxes | 15 | 15 | 0.0348
Yosys cell counts, drive strengths merged:
| cell type | instances |
|---|---|
| nand2b | 6 |
| nand3 | 7 |
| o21bai | 1 |
| a211oi | 3 |
| clkbuf | 1 |
| a21oi | 29 |
| a2111o | 1 |
| xor2 | 8 |
| o21ai | 18 |
| dfxtp | 44 |
| nor3b | 1 |
| a21o | 9 |
| a31oi | 2 |
| and4 | 1 |
| inv | 84 |
| o2111ai | 1 |
| nor2b | 18 |
| nor3 | 9 |
| o31ai | 2 |
| buf | 5 |
| and3 | 3 |
| nand3b | 1 |
| o211ai | 1 |
| fa | 56 |
| o21a | 6 |
| mux2 | 6 |
| nor2 | 38 |
| o211a | 1 |
| ha | 48 |
| mux2i | 9 |
| or2b | 1 |
| and2 | 44 |
| xnor2 | 14 |
| a2111oi | 1 |
| a31o | 1 |
| nand2 | 34 |
| nand4 | 2 |
| and3b | 1 |
final cells by class:
cell class	instances	share of cell area
timing repair buffer	67	0.120
multi-input combinational	383	0.618
inverter	84	0.0571
sequential	44	0.159
clock inverter	3	0.00838
clock buffer	5	0.0125
tap	108	0.0245
final timing paths:
kind | start | end | slack [ns] | cells past startpoint
hold / removal | multiplyResult_multiplier.io_output_0_REG[0] | io_outputC_REG[0] | 0.57 | 2
hold reg to reg | multiplyResult_multiplier.io_output_0_REG[0] | io_outputC_REG[0] | 0.57 | 2
setup / recovery | io_inputA_0[7] | multiplyResult_multiplier.io_output_0_REG[14] | 2.12 | 17
setup reg to reg | registerB_0[2] | multiplyResult_multiplier.io_output_0_REG[14] | 3.50 | 16
layer usage:
| layer | GRT usage | part of all wire | wire, um |
|---|---|---|---|
| met1 | 0.331 | 0.53 | 4450 |
| met2 | 0.320 | 0.44 | 3680 |
| met5 | 0 | 0 | 0 |
| met4 | 0.0138 | 0.0089 | 75 |
| met3 | 0.0160 | 0.024 | 202 |
worst max-delay path: stages:
cell and delay (ns):
clkdlybuf4s50_1 0.51, nand2_1 0.16, inv_1 0.10, fa_1 0.63
inv_1 0.13, fa_1 0.54, inv_1 0.05, fa_1 0.53
inv_1 0.05, fa_1 0.53, inv_1 0.04, ha_1 0.34
a2111oi_0 0.37, a21oi_1 0.07, o21ai_0 0.10, xor2_1 0.16
nor2_1 0.05
Power is estimated from default activity; no workload was simulated.
